==> /design/flow/design.v <==
`timescale 1ns / 1ps
module mux #(parameter WIDTH = 32)(
    input 	[WIDTH - 1:0] 	    a,
	input 	[WIDTH - 1:0] 	    b,
	input 	[WIDTH - 1:0]	    c,
	input 	[WIDTH - 1:0] 	    d,
	input 	[1:0]	            ctrl,
	output 	reg [WIDTH - 1:0]	dout
    );
    always @ ( * ) begin
        case (ctrl)
            2'b00: dout = a;
            2'b01: dout = b;
            2'b10: dout = c;
            2'b11: dout = d;
        endcase
    end
endmodule 
==> /design/flow/run.sh <==
#!/bin/bash
# OpenROAD 26Q1-2900-gdf79404cd8, Yosys 0.63+post, stock flow scripts
make -C /OpenROAD-flow-scripts/flow DESIGN_CONFIG=/design/flow/config.mk WORK_HOME=/design/flow/orfs finish
==> /design/flow/config.mk <==
export PLATFORM = sky130hd
export DESIGN_NAME = mux
export DESIGN_NICKNAME = mux
export VERILOG_FILES = /design/flow/design.v
export SDC_FILE = /design/flow/constraint.sdc
export NUM_CORES = 4
export LEC_CHECK = 1
export CORE_AREA = 10 10 84 84
export DIE_AREA = 0 0 94 94
==> /design/flow/constraint.sdc <==
current_design mux

set clk_period 1.0
set clk_io_pct 0.2

create_clock -name clk0 -period $clk_period

set non_clock_inputs [all_inputs -no_clocks]
set_input_delay [expr $clk_period * $clk_io_pct] -clock clk0 $non_clock_inputs
set_output_delay [expr $clk_period * $clk_io_pct] -clock clk0 [all_outputs]
==> run summary <==
Physical design

The average cell area after synthesis stands at 20.9 sq um. The routed layout has 1215 vias. The count of final max-slew check failures stands at 0. The flip-flop and latch count stands at 0.

STA classifies the critical path endpoint as a primary output. The initial antenna violation count stands at 1. The overall die size recorded for this design is 8840 sq um. STA puts the critical path data required time at 0.80 ns.

The setup slack after layout stands at -0.350 ns. The final report lists the setup-violating endpoint count as 32. The core area stands at 5200 sq um.

Per the cell usage report, the commonest logic cells after layout are 125 x sky130_fd_sc_hd__dlygate4sd2_1, 32 x sky130_fd_sc_hd__mux4_2, 30 x sky130_fd_sc_hd__buf_2, 6 x sky130_fd_sc_hd__buf_12, 4 x sky130_fd_sc_hd__buf_4. Per the final layout report, the fraction of cells sized above drive strength 1 comes to 0.385. The floorplan die width stands at 94 microns. The flow ran to the end, but the final reports show violations. The script logs the ratio of routed vias to standard cells as 4.35. The synthesized netlist occupies a cell area of 815 sq um. Across all stage logs, warnings added up to 35. The via count of the first global-routing pass stands at 1481.

The synthesized netlist contains 5 unique library cells. The cell count listed in synth_stat.txt stands at 39. The script parses the final routing iteration and logs DRC violations as 0. The final weighted congestion in routability-driven placement stands at 0.857. The sum of overflow across all layers after global routing stands at 0.

The largest voltage drop on the vdd net stands at 0.191 mV. The area growth from synthesis to final layout stands at 195%. The global routing met3 resource utilization stands at 0.0574. Once iteration 0 of detailed routing completed, the report listed 15 DRC markers. The share of the core area taken by cells at floorplan is 0.156.

For this run, the detailed router's first-pass iteration total came to 2. The synthesis area per yosys stands at 815 sq um. According to the dpl log, the detail-placed design has an HPWL of 5.75 mm. The number of nets still failing antenna checks after routing stands at 0. The transition time at the pin with the least slew margin stands at 0.111 ns. The headroom to the max-slew limit stands at 0.926. The floorplan has 26 rows. Per the summary, power density relative to cell area is 373 nW/um^2. Setup repair after global routing could not meet its margin everywhere. The post-synthesis sequential area ratio stands at 0. The count of input and output buffers stands at 162.

Synthesis produced 39 cells. Data on the critical path arrives at its endpoint at 1.15 ns. The fill cell total of the finished layout stands at 527. Per the cell usage report, the commonest logic cell in the layout is sky130_fd_sc_hd__dlygate4sd2_1. The global routing report lists combined usage of all routing layers as 0.147. The total leakage power stands at 0.00115 uW. Routing resource usage on met2 recorded by global route was 0.269. The checks that failed: setup timing.

The count of maximum capacitance violations stands at 0. Per the GRT log, the top usage layer is met2. For this sky-water flow run, the detailed-routed wirelength per cell is reported as 24.0 microns. For this run, global-route usage on met1 was measured as 0.167.

The footprint of the flip-flops and latches stands at 0 sq um. The total routed wirelength stands at 6.71 mm. Counting I/O delays and the setup requirement, the final critical path takes 1.35 ns. The maximum fanout along the worst path stands at 5. The share of the clock period used by the worst path after layout stands at 1.35. In this run the vertical extent of the chip is 94 microns.

The number of warnings reported in the yosys synthesis log stands at 1. The worst setup path is launched from an input pin. The maximum frequency from static timing analysis stands at 0.741 GHz. By startpoint and endpoint, the worst setup path is classified as input pin to primary output. Entering global routing, the biggest net connects 17 pins. The global-route wire length before repair stands at 9.64 mm. Counting the clock-network buffers in the layout gives 0. According to the hold report, the worst path is of the input pin to primary output type. For this design the top-level I/O count stands at 162. Total power for the finished layout comes to 896 uW. The hold-fix buffer count after cts stands at 0. The final-report hold violation count stands at 0. The worst-case hold slack stands at 0.879 ns.
-- critical path: stages --
cell and delay [ns]:
sky130_fd_sc_hd__buf_12 0.09, sky130_fd_sc_hd__buf_12 0.11, sky130_fd_sc_hd__buf_12 0.11, sky130_fd_sc_hd__mux4_2 0.50, sky130_fd_sc_hd__buf_2 0.13
-- cells by family after synthesis --
family,Yosys count,share of synthesized area
buffers and inverters,7,0.106
muxes,32,0.894
-- cell usage after synthesis --
cell / instances / share of area
sky130_fd_sc_hd__buf_12: 3 / 0.074
sky130_fd_sc_hd__mux4_2: 30 / 0.83
sky130_fd_sc_hd__mux4_1: 2 / 0.065
sky130_fd_sc_hd__buf_6: 1 / 0.014
sky130_fd_sc_hd__buf_2: 3 / 0.018
-- final cells by class --
type | count | area [sq um] | share of cell area
timing repair buffer | 176 | 1590 | 0.662
tap | 70 | 87.6 | 0.0365
multi-input combinational | 32 | 721 | 0.300
antenna | 1 | 2.50 | 0.00104
-- report_power, final --
part	leakage (uW)	switching, uW	internal [uW]
Sequential	0	0	0
Clock	0.00000000634	0	0.000134
Combinational	0.00115	237	659
Total	0.00115	237	659
-- metrics by stage --
| step | worst slack [ns] | area (sq um) | utilization | std cells | TNS [ns] |
|---|---|---|---|---|---|
| floorplan | -0.0916 | 823 | - | 39 | -2.75 |
| global placement | -0.938 | 2480 | 0.476 | 267 | -28.95 |
| detailed placement | -0.933 | 2480 | 0.476 | 267 | -28.78 |
| CTS | -0.360 | 2380 | 0.458 | 277 | -10.24 |
| global route | -0.387 | 2400 | 0.461 | 279 | -11.14 |
| finish | -0.350 | 2400 | 0.461 | 279 | -10.04 |
-- metal layers --
metal	wire length [microns]	share of wire	vias to the layer above
li1	-	-	551
met1	2250	0.34	590
met2	3800	0.57	72
met3	643	0.096	2
met4	12	0.0018	0
met5	0	0	-
-- worst paths after layout --
kind                  cells past startpoint    start  endpoint
worst min-delay path                      3    c[29]  dout[29]
worst max-delay path                      5  ctrl[0]   dout[2]
-- timing repair --
action | CTS | global route
buffers inserted | 6 | 1
cloned | 4 | 0
endpoints found under the setup margin | 32 | 32
hold endpoints to repair | 0 | 0
gates resized | 254 | 4
Power is estimated from default activity; no workload was simulated.
