File: design/flow/run.sh
#!/bin/bash
# OpenROAD 26Q1-2900-gdf79404cd8, Yosys 0.63+post, stock flow scripts
make -C /OpenROAD-flow-scripts/flow DESIGN_CONFIG=/design/flow/config.mk WORK_HOME=/design/flow/orfs finish
File: design/flow/config.mk
export PLATFORM = sky130hd
export DESIGN_NAME = regfile
export DESIGN_NICKNAME = regfile
export VERILOG_FILES = /design/flow/design.v
export SDC_FILE = /design/flow/constraint.sdc
export NUM_CORES = 4
export LEC_CHECK = 1
export CORE_UTILIZATION = 50
File: design/flow/constraint.sdc
current_design regfile

set clk_period 5.9
set clk_io_pct 0.2

create_clock -name clk0 -period $clk_period [get_ports {clk}]

set non_clock_inputs [all_inputs -no_clocks]
set_input_delay [expr $clk_period * $clk_io_pct] -clock clk0 $non_clock_inputs
set_output_delay [expr $clk_period * $clk_io_pct] -clock clk0 [all_outputs]
File: design/flow/design.v
`timescale 1ns / 1ps
module regfile(
    input 			clk,
    input 	        wE,
    input 	[4:0] 	rW,
    input 	[31:0] 	busW,
	input 	[4:0] 	rA,
	input 	[4:0]   rB,
	output 	[31:0] 	busA,
	output 	[31:0] 	busB
    );
    reg		[31:0] 	register[0:31];
    integer i;
       initial
        begin
            for(i = 0; i < 32; i=i+1)
            register[i] <= 0;    
        end 
        assign busA = (rA != 0)? register[rA]: 0;
        assign busB = (rB != 0)? register[rB]: 0;
        always @ ( posedge clk )
        begin
            if (wE && (rW != 0))
            begin
                register[rW] = busW;
            end
        end
endmodule
==> results.toml <==
# generated from flow reports
[routing]
drt_drc_violations_left = 0
detail_route.iter0.violations = 2049
route.antenna.diode_count = 0
drt_first_pass_iters = 5
antenna_left = 0
finalWirelength_mm = 154
wl_per_cell_microns = 37.4
viasPerCell = 6.88
vias = 28300

[timing]
final_min_period_over_clock_period_pct = 92.0
max-slew-margin-rel_pct = 28.3
fmax_ghz = 0.184
min_clock_period_post_route_ps = 5430
finalSetupViolCount = 0
rsz0062_at_grt = "no"
timing.setup.tns_ps = 0
final-hold-violation-count = 0
pin_slew_with_the_least_headroom_to_its_limit_ps = 1070
report.final.slew_viol_count = 0

[layout]
final_design_area_no_fill_sq_mm = 0.0549
fin_util_pct = 57.8
drive_above_1_share_pct = 27.5
regMostFlops = "register"
reg.largest.list = "register x1024"
largest_register_ff_count = 1024
flow.area_growth_from_synthesis_pct = 14.6

[clocking]
cts_post_setup_buffers_inserted = 0
cts_tree = "yes"
h-tree-depth = 3
register_clock_pin_slew_on_the_reported_worst_setup_and_hold_paths_ps = 60
clockRootBuffer = "sky130_fd_sc_hd__clkbuf_16"
post_cts.resized_instances = 0
clock_tree.buffer_depth = 3
count_of_hold_buffers_inserted_by_post_cts_repair = 0
cts_made_buffers = 106
cts_sinks = 1024

[power_and_ir_drop]
p_leak_uw = 0.0179
ir_drop_v = 0.000263
power_frac_seq_pct = 49.6
switching_share_pct = 22.5
intPower_uw = 12700
cellPowerDensity_mw_per_mm2 = 299
netSwitchingPower_uw = 3690
comb_power_share_pct = 9.2
power_frac_clock_pct = 41.2

[logic_synthesis]
async_flop_share_pct = 0
yosys.stat.seqShare_pct = 64.2
synthesis.yosys.warnings = 1
synth.mux.area_fraction_pct = 25.0
aoi_share_pct = 6.15
post_synth_instance_area_sq_mm = 0.0479
synth_flops = 1024
post_synth.cell_area_avg_sq_um = 18.7
ys_top_cells_by_area = "sky130_fd_sc_hd__edfxtp_1, sky130_fd_sc_hd__mux4_2, sky130_fd_sc_hd__mux2i_1"
synth-edff-count = 1024
yosys_cells = 2564
top_area_cell = "sky130_fd_sc_hd__edfxtp_1"
synthXorXnorAreaFrac_pct = 0
synth.lib_cells_used.distinct = 39
logic_family = "multiplexers"
synthDominantCellAreaShare_pct = 64.2
simple_gate_share_pct = 2.18
most_common_cell = "sky130_fd_sc_hd__edfxtp_1"
top_cells_by_instance_count_after_synthesis = "sky130_fd_sc_hd__edfxtp_1, sky130_fd_sc_hd__mux2i_1, sky130_fd_sc_hd__mux4_2"
yosys_most_used_dff = "sky130_fd_sc_hd__edfxtp_1"
syn_inst = 2564
synthAdderAreaFrac_pct = 0
yosys_area_sq_mm = 0.0479

[min_path]
min_path_type = "in -> reg"

[run]
cap_viol_max_count = 0
log.warning_count = 26

[worst_setup_path]
worst_ep_arrival_time_ps = 4250
cpPeakStageDelay_ps = 810
worstSetupPathType = "in -> out"
crit_path_top_delay_cell = "sky130_fd_sc_hd__or3b_2"
worstPathCellList = "buf_8 > or3b_2 > o221ai_1 > a21oi_1 > a211oi_1 > clkdlybuf4s50_1"
critPathCaptureType = "output pin"
worstPathRequired_ps = 4720
setup.worst_path.start_class = "input port"
max_fanout_on_critical_path = 54

[die]
row_count = 113
fp.dieH_microns = 312
floorplanUtilization_pct = 50.4
chip_area_sq_mm = 0.0971
floorplan.io_pins = 113
die_width_microns = 312
core_sq_mm = 0.0950

[placement]
place.port_buffers = 112
dpl-instance-area_sq_mm = 0.0514
globalplace.congestion = 0.908
place.detailed.hpwl_mm = 89.1

[grt]
global_route_wire_length_before_repair_mm = 219
grt_antenna_before_repair = 3
grt_max_degree = 65
globalRouteOverflowTotal = 0
grt_usage_pct = 36.0
grt_pass1_vias = 31700

[status]
outcome = "finished clean"
## kinds of logic after synthesis
kind of cell,Yosys count
compound gates,374
buf+inv,217
flops,1024
mux,736
other cells,1
simple gates,212
## area by class of cell
| type | instances | area (sq um) |
|---|---|---|
| clock inverters | 56 | 658 |
| well taps | 1265 | 1580 |
| fillers | 6854 | 40100 |
| clock buffers | 135 | 2830 |
| inverters | 2 | 8.76 |
| repair buffers | 271 | 2680 |
| multi-input cells | 1354 | 16400 |
| flip-flops and latches | 1024 | 30700 |
## final timing paths
kind / start / to / slack (ps) / cells after the start
worst min-delay path: busW[18] / register[14][18] / 1310 / 2
worst max-delay path: rB[2] / busB[0] / 470 / 6
## worst max-delay path: cells and delay by family
| family | cells | cell delay (ps) |
|---|---|---|
| buffers and inverters | 2 | 1040 |
| AND/OR/NAND/NOR | 1 | 810 |
| AND-OR/OR-AND | 3 | 1090 |
## metal layers
layer / vias up / global-route usage, % / wire [microns]
met2: 2458 / 48.0 / 68100
met3: 326 / 32.9 / 32800
met1: 14100 / 44.7 / 47400
met5: - / 3.16 / 377
met4: 16 / 8.46 / 4840
li1: 11400 / - / -
## cell usage in the layout, fill, tap and decap left out, drive strengths merged, types with 4 or more instances in the layout
master	instances
bufinv	14
nand3b	6
clkbuf	135
clkdlybuf4s50	102
buf	169
clkinvlp	9
nor2b	37
mux2i	320
a221oi	54
edfxtp	1024
mux2	64
nor2	37
a211oi	64
nand2	85
clkinv	31
a22oi	64
a21oi	32
mux4	352
inv	4
nand4	32
a311oi	32
conb	32
o21ai	54
o221ai	64
or3b	5
o2111ai	10
## stage by stage
stage / std cells / hold slack (ps) / setup slack, ps / power, uW
floorplan: 2595 / 1280 / 2130 / 9120
global placement: 3916 / 2000 / 557 / 9790
detailed placement: 3916 / 2010 / 556 / 9800
CTS: 4107 / 1280 / 552 / 16500
global route: 4107 / 1320 / 436 / 16900
finish: 4107 / 1310 / 471 / 16400
## power by group through the flow
stage         Sequential [uW]  Combinational [uW]  Clock [uW]
finish                   8160                1510        6770
global route             8170                1590        7130
CTS                      8160                1490        6850
Power figures rest on the tool's default switching activity, not on a simulated workload.
